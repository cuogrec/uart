**flow/design.v**
```verilog
`timescale 1ns / 1ps
module tx(
    input clk,
    input [7:0] data,
    input transmit,
    input reset,
    output reg txd
    );
    reg [3:0] bit_cnt;  
    reg [13:0] baud_cnt;  
    reg [9:0] shiftright_register;  
    reg state, next_state;  
    reg shift;  
    reg load;  
    reg clear;  
    always @(posedge clk)
    begin
        if(reset)
        begin
            state <= 0;  
            bit_cnt <= 0; 
            baud_cnt <= 0;
        end
        else begin
            baud_cnt <= baud_cnt + 1;
            if(baud_cnt == 10415)
            begin
                state <= next_state; 
                baud_cnt <= 0 ;  
                if (load)  
                    shiftright_register <= {1'b1, data, 1'b0}; 
                if (clear) 
                    bit_cnt <= 0;
                if(shift) begin 
                    shiftright_register <= shiftright_register >> 1;  
                    bit_cnt <= bit_cnt + 1;
                    end
            end
       end
    end
    always@ (posedge clk)
    begin
        load <= 0;  
        shift<= 0;  
        clear <= 0;  
        txd <= 1;  
        case(state)  
        0: begin
            if (transmit) begin  
                next_state <= 1;  
                load <= 1;
                shift <= 0;  
                clear <= 0;  
            end
            else begin  
            next_state <= 0;  
            txd <= 1;  
            end
        end
        1: begin  
        if (bit_cnt  == 10)
            begin
                next_state <= 0; 
                clear <= 1;  
             end
        else begin
            next_state <=1;  
            txd <= shiftright_register[0];
            shift<=1; 
            end
        end
        default: next_state <= 0;
        endcase
    end
endmodule  
module Debounce_Signal#(parameter threshold = 1000000)(
    input clk,  
    input btn,   
    output reg transmit  
    );
    reg button_ff1 = 0;
    reg button_ff2 = 0; 
    reg [30:0] cnt = 0;  
    always@(posedge clk)
    begin
        button_ff1 <= btn;
        button_ff2 <= button_ff1;
    end
    always@(posedge clk)
    begin
        if(button_ff2)  
        begin
            if(~&cnt) 
                cnt <= cnt + 1;  
            end
            else begin
            if (|cnt)  
                cnt <= cnt - 1;  
            end
            if(cnt > threshold) 
                transmit<=1;  
            else
                transmit<=0;  
            end 
endmodule
module Top_Module(
        input [7:0] data,
        input clk,
        input transmit,
        input btn,
        output txd,
        output txd_debug,
        output transmit_debug,
        output btn_debug,
        output clk_debug
        );
        wire tx_out;
        tx T1(
        .clk(clk),
        .data(data),
        .transmit(tx_out),
        .reset(1'b0),
        .txd(txd)
        );
        Debounce_Signal DB(clk, btn, tx_out); 
        assign txd_debug = txd;
        assign transmit_debug = tx_out;
        assign btn_debug = btn;
        assign clk_debug = clk; 
endmodule 
```
**flow/run.sh**
```bash
#!/bin/bash
# OpenROAD 26Q1-2900-gdf79404cd8, Yosys 0.63+post, stock flow scripts
make -C /OpenROAD-flow-scripts/flow DESIGN_CONFIG=/design/flow/config.mk WORK_HOME=/design/flow/orfs finish
```
**flow/config.mk**
```make
export PLATFORM = sky130hd
export DESIGN_NAME = Top_Module
export DESIGN_NICKNAME = Top_Module
export VERILOG_FILES = /design/flow/design.v
export SDC_FILE = /design/flow/constraint.sdc
export NUM_CORES = 4
export LEC_CHECK = 1
export CORE_UTILIZATION = 50
```
**flow/constraint.sdc**
```tcl
current_design Top_Module

set clk_period 6.6
set clk_io_pct 0.2

create_clock -name clk0 -period $clk_period [get_ports {clk}]

set non_clock_inputs [all_inputs -no_clocks]
set_input_delay [expr $clk_period * $clk_io_pct] -clock clk0 $non_clock_inputs
set_output_delay [expr $clk_period * $clk_io_pct] -clock clk0 [all_outputs]
```
==> COMMIT_EDITMSG <==
Refresh implementation metrics

- Run status: completed
* CP Launch Point: clk
- TritonRoute reported its final design rule violation total as 0.
* Number of antenna violations at the first check in global routing: 0
* Crit path top cell by count: sky130_fd_sc_hd__clkbuf_8
* Cells after Synth: 393
- Post-route ant nets: 0
- Height of the chip: 92.5 um
- The buffer_ports step reported a buffer count of 14.
- For reference, the post-synthesis area per instance comes to 10.4 um2.
* Fill cells: 649
- Number of buffers inserted to repair setup after CTS: 0
- Per the OpenROAD power report, leakage power amounts to 1.81 nW.
- Sort of element at the end of the critical path: primary output
- Via count of the first global-routing pass: 2893
* Asr flop ratio synth: 0%
* Switching part of the total: 37.9%
* Hold-critical path depth: 0
* VDD IR-drop max: 0.251 mV
- RSZ-0062 raised after global routing: false
* Worst min-delay path class: reg -> reg
* Worst reg2reg endpoint: DB.cnt[24]
- Following the worst setup path forward leads to its endpoint at clk_debug.
- The number of hold buffers added after CTS was 0.
* Worst path arrival time: 3.91 ns
- The commonest register cell is sky130_fd_sc_hd__edfxtp_1.
- Critical Path Slowest Stage Cell: sky130_fd_sc_hd__clkdlybuf4s50_1
* R2r setup slk: 3.54 ns
- Power density cells: 457 mW/mm2
- The first TritonRoute pass finished after 4 iterations.
- TritonCTS built the clock tree.
- Standard-cell rows: 32
- Top cell types by occurrence after synthesis: sky130_fd_sc_hd__edfxtp_1, sky130_fd_sc_hd__a21oi_1, sky130_fd_sc_hd__ha_1
- In the final layout, flip-flops and latches occupy 0.00182 mm2.
- Clock power share: 21.1%
- For this design, Yosys synthesis ends with a cell count of 393.
* Main area contributors after synthesis: sky130_fd_sc_hd__edfxtp_1, sky130_fd_sc_hd__dfxtp_1, sky130_fd_sc_hd__ha_1, sky130_fd_sc_hd__xnor2_1, sky130_fd_sc_hd__a21oi_1
* Core outline area: 0.00781 mm2
- The wire length recorded after detailed routing is 7.98 mm.
* Setup clock skew after layout: 0.0109 ns
- For the pin with the worst max-slew slack, the measured transition is 0.540 ns.
- Min-Delay Startpoint: DB.button_ff1
* Chip Area, Yosys: 0.00409 mm2
- Critical path class: clk -> out
- Among all stages on the critical path, the maximum delay recorded is 0.38 ns.
* Max Transition Viols Final: 0
- The report puts the cell count of the worst reg-to-reg path at 11.
- The post-synth count of flops with an enable pin is 46.
* First-pass GRT wire length: 13.4 mm
- Routability-driven placement finished with a final weighted congestion of 0.922.
* Placement-stage worst setup slack: 1.61 ns
* Fraction of synthesized cell area taken by the top area cell type: 33.8%
- Sequential elements use 44.5% of the synthesized area.
- For the worst reg-to-reg path, the startpoint reported by OpenROAD is DB.button_ff2.
- Entering global routing, the biggest net connects 30 pins.
* Area Overhead vs Synth: 12.6%
* Most common cell in the synthesized netlist: sky130_fd_sc_hd__edfxtp_1
- The total overflow left after global routing is 0.
- Clock latency on the worst-skew pair, taken at its later pin, is 0.44 ns.
- Per the synth log, the flip-flop and latch total comes to 68.
* Vias: 2964
* Initial core utilization: 52.4%
- In this run, post-CTS repair resized a total of 0 instances.
- The first routing iteration left 97 violations.
- Crit path max fanout: 2
- The layout report lists the multi-input gate area as 0.00218 mm2.
* Top cell type by total area after synthesis: sky130_fd_sc_hd__edfxtp_1
- Layout cell share with drive strength beyond 1: 10.5%
* Number of antenna cells inserted: 0
* Distinct cell type count after synthesis: 61
* Comb pwr share: 43.6%
- Across every metal layer, demand over resource in global routing totals 20.8%.
- The routed design shows a via density per instance of 5.67.
* Chip area: 0.00855 mm2
- The worst setup path is launched from a clock port.
- In this run the tools logged warnings totalling 28.
- Max-cap violations: 0
* Yosys Warn Count: 2
* Die W: 92.5 um
- I/O pin count: 16
* Worst slew margin: 63.5%
- The script logs the mean routed wire length per placed instance as 15.2 um.
* Setup Viol. Count Final: 0
* Final hold vios: 0
* Critical-path cell list: clkbuf_8, clkbuf_8, clkdlybuf4s50_1
- Across all setup checks in the final design, the least slack found is 1.37 ns.
- Clock-pin transition on the worst setup and hold timing paths: 0.08 ns
- STA puts the critical path data required time at 5.28 ns.
- Relative contribution of sequential cells to total power: 35.3%
- After legalization and detailed placement, the total HPWL measured 5.70 mm.
- P_sw: 0.797 mW
* Cell area after synthesis: 0.00409 mm2
* Setup TNS: 0 ns
- Int Power: 1.31 mW
## critical path: cells and delay by family
family | cells | cell delay [ns]
buf+inv | 3 | 0.61
## stage by stage
stage	power (mW)	util [%]	instance area, um2	hold WS [ns]	std cells
5_1_grt	2.27	59.0	4610	0.370	523
3_3_place_gp	1.66	55.7	4350	0.350	504
4_1_cts	2.12	59.0	4610	0.368	523
6_report	2.10	59.0	4610	0.361	523
3_5_place_dp	1.67	55.7	4350	0.352	504
2_1_floorplan	1.47	-	4090	0.310	393
## placed cells by master (no fill, tap or decap), drive strengths merged, types with 2 or more instances in the layout
master	instances
nand4	12
o21a	2
bufinv	2
a31oi	6
nand3	11
buf	3
a21o	16
and3	7
o21bai	3
nor3	7
dfxtp	22
a311oi	2
nor2b	7
nand2b	4
nor2	23
nor3b	2
nor4	8
clkbuf	12
or3	2
a21oi	35
edfxtp	46
or2	2
nand4b	2
o211ai	2
a31o	2
and2	3
clkinv	2
clkdlybuf4s50	14
ha	32
nand2	29
xor2	17
mux2	8
o21ai	19
xnor2	23
inv	16
## worst min path at each step
stage / to / slack, ns
CTS: DB.button_ff2 / 0.37
global route: DB.button_ff2 / 0.37
finish: DB.button_ff2 / 0.36
## cells by family after synthesis
logic type,count (synthesis),share of synthesized area (%)
adders and majority gates,33,10.3
and+or+nand+nor,121,15.6
muxes,8,2.20
buffers and inverters,22,2.29
xor gates and xnor gates,40,8.56
AOI/OAI and AO/OA,101,16.6
DFF,68,44.5
## layer usage
layer / part of all wire (%) / GRT usage (%)
met5: 0 / 0
met4: 1.3 / 3.78
met3: 4.3 / 4.43
met2: 44 / 30.3
met1: 51 / 34.1
## power by group through the flow
stage / Combinational [mW] / Sequential, mW / Clock, mW
after CTS: 0.915 / 0.744 / 0.457
final: 0.917 / 0.744 / 0.444
after global routing: 1.03 / 0.761 / 0.479
## registers in the layout, summed over array words and instances, names as in the netlist
signal / cells
T1.shift: 1
T1.shiftright_register: 10
DB.transmit: 1
T1.state: 1
DB.cnt: 31
T1.clear: 1
T1.load: 1
T1.txd: 1
DB.button_ff2: 1
T1.next_state: 1
T1.baud_cnt: 14
T1.bit_cnt: 4
DB.button_ff1: 1
## final cells by class
type | instances | area share, %
Clock buffer | 13 | 3.80
Inverter | 14 | 1.14
Sequential cell | 68 | 39.5
Multi-Input combinational cell | 303 | 47.3
Tap cell | 102 | 2.77
Timing Repair Buffer | 16 | 3.31
Clock inverter | 7 | 2.14
Power and IR drop assume default switching activity.
